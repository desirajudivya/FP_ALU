==> design/flow/design.v <==
module com(exp1,e,eeqe);
  input [7:0] e,exp1;
  output eeqe;
  assign eeqe=(exp1==e)?1:0;
  endmodule
module comparator(exp1,exp2,c,d);
input [7:0] c,d;
output [7:0] exp1,exp2;
assign exp1=(c>d) || (c==d) ? c:d;
assign exp2=(c<d)?c:d;
endmodule
module fpsubtractor(a,b,sub_out,clk,reset,load);
  input clk,reset,load;
  input [31:0] a,b;
  wire [23:0] s1,s2;
  wire msb;
  wire [23:0] sum;
  output [31:0] sub_out;
  wire carry;
  wire [23:0]out;
  wire [7:0] exp1,exp2,exp;
 wire[7:0] d;
 wire [23:0] s3,s5;
 wire [23:0]s4,s6;
 wire sign;
 assign sign=(a[30:0]>b[30:0])?a[31]:b[31];
 assign s1={1'b1,a[22:0]};
 assign s2={1'b1,b[22:0]};
 wire aeqe;
 comparator m1(exp1,exp2,a[30:23],b[30:23]); 
 com m2(exp1,a[30:23],aeqe);
 subtractor m4(d,exp1,exp2);
 assign s3=(aeqe==1)?s2:s1;
 assign s5=(aeqe==1)?s1:s2;
 assign s6=~s3+1;
 shiftreg_sub m5(s6,clk,reset,load,d,s4);
 assign {carry,sum}=s5+s4;
 assign out=(carry==0)&& (sum[23]==1)? ~sum+1:sum;
 assign exp=(sum[23]==0)?(exp1-1):exp1;
 assign sub_out=(out[23]==0)?{sign,exp,out[21:0],1'b0}:{sign,exp,out[22:0]};
 endmodule
module shiftreg_sub(s6,clk,reset,load,d,s4);
  output reg [23:0] s4;
  input [23:0] s6;
  input [7:0] d;
  input reset,clk,load;
  always @(posedge clk)
  if(reset==1) s4<=0;
  else if (load==1) s4<=s6;
  else begin
    case (d)
      8'b00000000:s4<=s4;
      8'b00000001: s4 <={1'b1,s4[23:1]};
      8'b00000010: s4 <={2'b11,s4[23:2]};
      8'b00000011: s4 <={3'b111,s4[23:3]};
      8'b00000100: s4 <={4'b1111,s4[23:4]};
      8'b00000101: s4 <={5'b11111,s4[23:5]};
      8'b00000110: s4 <={6'b111111,s4[23:6]};
      8'b00000111: s4 <={7'b1111111,s4[23:7]};
      8'b00001000: s4 <={8'b11111111,s4[23:8]};
      8'b00001001: s4 <={9'b111111111,s4[23:9]};
      8'b00001010: s4 <={10'b111111111,s4[23:10]};
      8'b00001011: s4 <={11'b1111111111,s4[23:11]};
      8'b00001100: s4 <={12'b11111111111,s4[23:12]};
      8'b00001101: s4 <={13'b111111111111,s4[23:13]};
      8'b00001110: s4 <={14'b1111111111111,s4[23:14]};
      8'b00001111: s4 <={15'b11111111111111,s4[23:15]};
      8'b00010000: s4 <={16'b111111111111111,s4[23:16]};
      8'b00010001: s4 <={17'b1111111111111111,s4[23:17]};
      8'b00010010: s4 <={18'b11111111111111111,s4[23:18]};
      8'b00010011: s4 <={19'b111111111111111111,s4[23:19]};
      8'b00010100: s4 <={20'b1111111111111111111,s4[23:20]};
      8'b00010101: s4 <={21'b11111111111111111111,s4[23:21]};
      8'b00010110: s4 <={22'b111111111111111111111,s4[23:22]};
      8'b00010111: s4 <={23'b1111111111111111111111,s4[23]};
      default: s4 <=24'b111111111111111111111111;
    endcase
    end
  endmodule
module subtractor(d,exp1,exp2);
output [7:0] d;
input [7:0] exp1,exp2;
assign d=exp1-exp2;
endmodule
==> design/flow/run.sh <==
#!/bin/bash
# OpenROAD 26Q1-2900-gdf79404cd8, Yosys 0.63+post, stock flow scripts
make -C /OpenROAD-flow-scripts/flow DESIGN_CONFIG=/design/flow/config.mk WORK_HOME=/design/flow/orfs finish
==> design/flow/config.mk <==
export PLATFORM = sky130hd
export DESIGN_NAME = fpsubtractor
export DESIGN_NICKNAME = fpsubtractor
export VERILOG_FILES = /design/flow/design.v
export SDC_FILE = /design/flow/constraint.sdc
export NUM_CORES = 4
export LEC_CHECK = 1
export CORE_UTILIZATION = 30
==> design/flow/constraint.sdc <==
current_design fpsubtractor

set clk_period 28.3
set clk_io_pct 0.2

create_clock -name clk0 -period $clk_period [get_ports {clk}]

set non_clock_inputs [all_inputs -no_clocks]
set_input_delay [expr $clk_period * $clk_io_pct] -clock clk0 $non_clock_inputs
set_output_delay [expr $clk_period * $clk_io_pct] -clock clk0 [all_outputs]
==> results.tsv <==
metric	value	unit
avgSynthCellArea	6.87	um2
effective_utilization_at_floorplan	0.308	
synthMostInstantiatedCell	a21oi_1	
buffer_ports.inserted	98	
powerDensity	54.1	mW/mm2
drt.antenna.violating_nets	0	
final.setup.tns	0	ns
routed_vias	10070	
yosys-top-cells-area	ha_1, a21oi_1, dfxtp_1	
drt-total-wl	31400	um
number_of_cells_produced_by_synthesis	1217	
fa_ha_area_frac	0.104	
ys_chip_area	0.00836	mm2
gr-max-usage-layer	met2	
crit_required	22.64	ns
p_sw	0.278	mW
tritoncts	yes	
max_slew.worst_pin.slew	0.860	ns
clkSlewWorstSetupHoldPaths	0.06	ns
maxCapViolations	0	
grt_pass1_wl	50600	um
seq_area_frac_synth	0.0575	
seqPwrFrac	0.095	
max-slew-margin-rel	0.425	
power_switching_share	0.522	
synthXorXnorAreaFrac	0.0775	
grt_setup_unrepaired	false	
drt-initial-drc-count	1075	
finalClockSkew	0.00237	ns
die-area	0.0285	mm2
use_met3	0.0405	
vias_per_cell	6.15	
cellInternalPower	0.255	mW
reg2reg_slack	25.85	ns
power_leakage	3.69	nW
cts_num_sinks	24	
clockRootBuffer	clkbuf_16	
placement_row_count	60	
power.share.clock	0.065	
yosys_warnings	1	
critical_path.startpoint_type	primary input	
die.size.y	169	um
cell_accounting_for_the_most_synthesized_area	ha_1	
groute.layer.met2.usage	0.334	
track_usage	0.222	
grt.overflow.total	0	
worstPathMaxFanout	53	
synthMuxAreaShare	0.0872	
num_io_pins	99	
ir_worst_vdd	0.0227	mV
detail_route.drc_violations	0	
inserted_clock_buffers	3	
layout-drive-gt1-share	0.0743	
cts_setup_buffers	0	
die.size.x	169	um
worstSetupPathType	primary input to primary output	
layout_min_cycle_time	18.62	ns
detailed_router_iteration_count_before_antenna_repair	7	
final_cell_area	0.00984	mm2
common_cells	a21oi_1, nor2_1, nand2_1	
topCombFamilyByArea	AND-OR/OR-AND gates	
netlist_area	0.00836	mm2
max_reg_flops	24	
numSynthFlops	24	
synth_cell_types	84	
maximum_number_of_pins_on_one_net_before_global_route_repair	54	
synth-compound-area-share	0.359	
routedWlPerCell	19.2	um
yosys.area_share.simple	0.245	
initial_antenna_violation_count	1	
timing.final.hold_violations	0	
grt_pass1_vias	9258	
synth-cells-yosys	1217	
post_cts_resized	0	
drv_slew	0	
holdBufCountCts	0	
insertion_delay_to_the_later_sink_of_the_worst_skew_pair	0.26	ns
final_critical_path_setup_slack	9.68	ns
synth_largest_type_area_fraction	0.0988	
cts_buffer_depth	2	
area_growth	17.6	%
critical_path_arrival	12.96	ns
hpwlAfterDp	23800	um
regMostFlops	m5.s4	
gp_congestion	0.992	
ff_type	dfxtp_1	
endpoint_kind	primary output	
outcome	finished clean	
grt_use_met1	0.330	
hold_path_class	register to register	
biggestRegsByFlops	m5.s4: 24 flops	
finalSetupViolCount	0	
final_critical_path_share_of_the_clock_period	0.658	
timing.fmax	53.7	MHz
share_of_flip_flops_with_an_asynchronous_set_or_reset_after_synthesis	0	
synth-edff-count	0	
log.warning_count	27	
n_antenna_cell	0	
design.core.area	0.0272	mm2
share_comb_of_total_power	0.841	
h-tree-depth	1	
post_place_cell_area	0.00975	mm2
total_power	0.533	mW
place_ws	9.84	ns
## power groups by stage
stage,registers [mW],logic (mW),clock network (mW)
CTS,0.0496,0.442,0.0352
global route,0.0508,0.492,0.0368
finish,0.0503,0.448,0.0346
## area by class of cell
cell class / instances / area, um2
Fill cell: 2895 / 17300
Multi-Input combinational cell: 1041 / 7310
Timing Repair Buffer: 135 / 1260
Sequential cell: 24 / 480
Tap cell: 372 / 465
Inverter: 61 / 229
Clock buffer: 4 / 88.8
## stage by stage
stage,hold slack [ns],cells,utilization
after floorplan,0.517,1217,-
after global placement,0.658,1633,0.359
after detailed placement,0.626,1633,0.359
after CTS,0.648,1637,0.362
after global routing,0.685,1637,0.362
final,0.654,1637,0.362
## cell families after synthesis
logic type / after synthesis
xor+xnor: 74
compound gates: 427
buf+inv: 152
mux: 68
simple gates: 404
fa+ha+maj: 68
flops: 24
## path summary, 6_finish.rpt
kind,from,depth (start not counted),endpoint
min,m5.s4[0],2,m5.s4[0]
max reg2reg,m5.s4[20],8,m5.s4[2]
max,b[28],20,sub_out[4]
min reg2reg,m5.s4[0],2,m5.s4[0]
## worst max-delay path, stage by stage
cell             delay [ns]
clkdlybuf4s50_1        0.52
inv_1                  0.07
ha_1                   0.30
a21oi_1                0.16
o21ai_0                0.22
o21bai_1               0.27
a21oi_4                0.50
buf_4                  0.58
mux2_2                 0.40
ha_1                   0.37
nand2_1                0.09
o31ai_1                0.65
o211a_1                0.29
a31oi_1                0.18
a221o_1                0.40
a2111o_1               0.69
nor2_1                 0.58
a31oi_4                0.22
a211o_1                0.34
clkdlybuf4s50_1        0.39
## placed cells by master, fill, tap and decap left out, types with 11 or more instances in the layout
master,count
xnor2_1,43
a22oi_1,46
mux2_2,29
buf_4,37
nor4_1,17
nor3_1,67
a22o_1,14
a2111oi_0,17
or3_1,11
ha_1,66
inv_1,60
and3_1,20
nand2_1,87
a221oi_1,22
dfxtp_1,24
o21ai_0,65
xor2_1,31
a211oi_1,17
mux2i_1,38
a21o_1,14
a31oi_1,24
nand4_1,25
nor2_1,91
nor2b_1,13
clkdlybuf4s50_1,98
nand3_1,23
a21oi_1,99
## per-layer routing
layer	vias up	share of wire
met2	546	0.42
met3	73	0.096
met4	0	0.021
li1	4788	-
met5	-	0
met1	4663	0.46
Power figures rest on the tool's default switching activity, not on a simulated workload.
