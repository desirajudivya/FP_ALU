==> design.v <==
module com(exp1,e,eeqe);
  input [7:0] e,exp1;
  output eeqe;
  assign eeqe=(exp1==e)?1:0;
  endmodule
module comparator(exp1,exp2,c,d);
input [7:0] c,d;
output [7:0] exp1,exp2;
assign exp1=(c>d) || (c==d) ? c:d;
assign exp2=(c<d)?c:d;
endmodule
module fpadder3(a,b,finalout,clk,reset,load);
  input clk,reset,load;
  input [31:0] a,b;
  wire [23:0] s1,s2;
  wire msb;
  wire [23:0] sum;
  output [31:0] finalout;
  wire carry;
  wire [23:0]out;
  wire [7:0] exp1,exp2,exp;
 wire [7:0] d;
 wire [23:0] s3,s5;
 wire [23:0]s4;
 assign s1={1'b1,a[22:0]};
 assign s2={1'b1,b[22:0]};
 assign msb=a[31];
 wire aeqe,beqe;
 comparator m1(exp1,exp2,a[30:23],b[30:23]); 
 com m2(exp1,a[30:23],aeqe);
 subtractor m4(d,exp1,exp2);
 assign s3=(aeqe==1)?s2:s1;
 assign s5=(aeqe==1)?s1:s2;
 shiftreg m5(s3,clk,reset,load,d,s4);
 assign {carry,sum}=s5+s4;
 assign out=(carry==1)?{carry,sum[23:1]}:sum;
 assign exp=(carry==1)?(exp1+1):exp1;
 assign finalout={msb,exp,out[22:0]};
 endmodule
module shiftreg(s6,clk,reset,load,d,s4);
  output reg [23:0] s4;
  input [23:0] s6;
  input [7:0] d;
  input reset,clk,load;
  always @(posedge clk)
  if(reset==1) s4<=0;
  else if (load==1) s4<=s6;
  else begin
    case (d)
      8'b00000000:s4<=s4;
      8'b00000001: s4 <={1'b0,s4[23:1]};
      8'b00000010: s4 <={2'b0,s4[23:2]};
      8'b00000011: s4 <={3'b0,s4[23:3]};
      8'b00000100: s4 <={4'b0,s4[23:4]};
      8'b00000101: s4 <={5'b0,s4[23:5]};
      8'b00000110: s4 <={6'b0,s4[23:6]};
      8'b00000111: s4 <={7'b0,s4[23:7]};
      8'b00001000: s4 <={8'b0,s4[23:8]};
      8'b00001001: s4 <={9'b0,s4[23:9]};
      8'b00001010: s4 <={10'b0,s4[23:10]};
      8'b00001011: s4 <={11'b0,s4[23:11]};
      8'b00001100: s4 <={12'b0,s4[23:12]};
      8'b00001101: s4 <={13'b0,s4[23:13]};
      8'b00001110: s4 <={14'b0,s4[23:14]};
      8'b00001111: s4 <={15'b0,s4[23:15]};
      8'b00010000: s4 <={16'b0,s4[23:16]};
      8'b00010001: s4 <={17'b0,s4[23:17]};
      8'b00010010: s4 <={18'b0,s4[23:18]};
      8'b00010011: s4 <={19'b0,s4[23:19]};
      8'b00010100: s4 <={20'b0,s4[23:20]};
      8'b00010101: s4 <={21'b0,s4[23:21]};
      8'b00010110: s4 <={22'b0,s4[23:22]};
      8'b00010111: s4 <={23'b0,s4[23]};
      default: s4 <=24'b0;
    endcase
    end
  endmodule
module subtractor(d,exp1,exp2);
output [7:0] d;
input [7:0] exp1,exp2;
assign d=exp1-exp2;
endmodule
==> run.sh <==
#!/bin/bash
# OpenROAD 26Q1-2900-gdf79404cd8, Yosys 0.63+post, stock flow scripts
make -C /OpenROAD-flow-scripts/flow DESIGN_CONFIG=/design/flow/config.mk WORK_HOME=/design/flow/orfs finish
==> config.mk <==
export PLATFORM = sky130hd
export DESIGN_NAME = fpadder3
export DESIGN_NICKNAME = fpadder3
export VERILOG_FILES = /design/flow/design.v
export SDC_FILE = /design/flow/constraint.sdc
export NUM_CORES = 4
export LEC_CHECK = 1
export CORE_UTILIZATION = 40
==> constraint.sdc <==
current_design fpadder3

set clk_period 30.3
set clk_io_pct 0.2

create_clock -name clk0 -period $clk_period [get_ports {clk}]

set non_clock_inputs [all_inputs -no_clocks]
set_input_delay [expr $clk_period * $clk_io_pct] -clock clk0 $non_clock_inputs
set_output_delay [expr $clk_period * $clk_io_pct] -clock clk0 [all_outputs]
==> changes_impl.md <==
## Flow update

- TritonCTS buffer count: 3
- Critical path class: in -> out
- Clock skew: 5.62 ps
- Worst Hold Class: reg -> reg
- Setup_tns: 0 ps
- Main flop type: dfxtp_1
- Number of synthesized flops with an enable pin: 0
- Critical Path Source Type: input port
- Period Utilization, post-route: 0.594
- Die ar.: 0.0153 mm^2
- IO Pins: 99
- CTS clk-pin slew, worst paths: 70 ps
- Core Area: 0.0145 mm^2
- Placer congestion estimate: 0.997
- Syn avg cell area: 6.96 um^2
- Number of antenna violations at the first check in global routing: 0
- Number of fillers in the final layout: 1,486
- Worst slew pin tran: 859 ps
- TritonCTS clock tree: built
- Tool Warnings: 27
- Avg WL per Cell: 21.0 um
- FF/Latch Area: 480 um^2
- Status: finished, final reports clean
- Leakage: 2.73 nW
- Mapped cell area: 0.00593 mm^2
- Max-cap violations: 0
- Critical Path RT: 24,240 ps
- # rows: 44
- Final tally of setup violations: 0
- Chip area in the Yosys report: 0.00593 mm^2
- Fin crit period: 18,000 ps
- Synth-to-Final Area Change: 21.3%
- Post-CTS Setup Inserts: 0
- Pwr Density: 40.4 mW/mm^2
- 1st-pass router iterations: 8
- Hold Slack: 616 ps
- Cell count after synthesis: 852
- Pin count of the biggest net entering global routing: 47
- Die Y: 124 um
- Number of global-route vias before repair: 6,745
- Init Core Util: 0.409
- Port Buf Inserts: 95
- Total power: 0.000290 W
- Die X: 124 um
- Post-synth regs: 24
- Clock Path Buffers: 2
- Max-Slew Margin vs Limit: 0.423
- Post-CTS Hold Buffers: 0
- Post-synth seq share: 0.0811
- Final core utilization: 0.496
- Layout cells sized above 1: 0.104
- Async set-or-reset flop fraction in the synthesized netlist: 0
- Post-DRT Antenna Nets: 0
- Largest register FFs: 24
- Congestion Overflow GR: 0
- # resized after CTS: 0
- IR drop worst, VDD: 0.0185 mV
- Synth Warn #: 1
- Crit. End Element: primary output
- CTS root buffer: clkbuf_16
- Fin worst setup slack: 12,300 ps
- Vias: 7,101
- CTS sink count: 24
- DR iter-0 viols: 766
- Dpl ws: 12,350 ps
- GRT Overall Usage: 0.311
- Final hold violations: 0
- First-pass GRT wire length: 36,200 um
- CP max FO: 46
- Top flop regs: m5.s4 x24
- Diode count: 0
- Final Max Slew Viols: 0
- Fmax: 55.5 MHz
- Yosys cell count: 852
- Register bank with the most flops: m5.s4
- RSZ-0062 raised after global routing: false
- Post-Route WL: 23,300 um
- Post-DP HPWL: 16,400 um
- Multi-input gate area: 0.00508 mm^2
- Netlist cell types: 75
- Critical path arrival: 11,940 ps
- DRC viols: 0
- Worst skew pair latency: 270 ps
- H-tree levels: 1
- Vias per cell: 6.43
-- area by class of cell --
cell class              count  share of cell area
flip-flops and latches     24              0.0668
well taps                 184              0.0320
repair buffers            130               0.169
inverters                  28              0.0146
multi-input cells         736               0.707
clock buffers               3              0.0104
-- Yosys cell counts, types with 4 or more instances --
cell      number  area [um^2]
a32oi_1       12          105
o21a_1        11         82.6
dfxtp_1       24          480
a31oi_1       18          113
a41o_1         4         40.0
nand4_1        5         31.3
ha_1          40          500
inv_1         28          105
mux2_2        40          450
nand3_1       25          125
xor2_1        16          140
a222oi_1       4         40.0
and2_1         7         43.8
xnor2_1       25          219
nand2b_1       7         43.8
and3_1         4         25.0
o31a_1         6         52.6
a22oi_1       20          150
a22o_1        14          123
a211oi_1       7         52.6
o211ai_1       5         37.5
a221oi_1      15          131
nor2_1        74          278
a21boi_0       4         30.0
a21oi_1       73          365
buf_2         16         80.1
a32o_1         9         90.1
nor3_1        16         80.1
o21ai_0       47          235
nand2_1      109          409
nor2b_1        5         31.3
a21o_1        20          150
nor4_1         9         56.3
mux2i_1       28          280
clkbuf_1      43          161
o21ai_1        5         25.0
-- power breakdown --
part / internal [W] / total, W / switching, W / leakage, nW
sequential: 0.0000332 / 0.0000377 / 0.00000450 / 0.196
combinational: 0.0000907 / 0.000222 / 0.000131 / 2.50
clock: 0.0000176 / 0.0000308 / 0.0000132 / 0.0370
-- per-layer routing --
layer / global-route usage / up-vias / wire [um]
li1: - / 3346 / -
met1: 0.398 / 3177 / 8950
met2: 0.500 / 451 / 10500
met3: 0.0621 / 127 / 2450
met4: 0.149 / 0 / 1300
met5: 0 / - / 0
-- path summary, 6_finish.rpt --
kind	cells past startpoint	endpoint	slack, ps	start
max reg2reg	10	m5.s4[3]	27690	m5.s4[22]
min reg2reg	2	m5.s4[3]	620	m5.s4[3]
min	2	m5.s4[3]	620	m5.s4[3]
max	24	finalout[30]	12300	b[26]
-- cell usage in the layout (no fill, tap or decap), drive strengths merged, types with 6 or more instances in the layout --
master         Yosys  routed
o21ai             53      53
nand2            109     109
nor3              20      20
mux2i             28      28
ha                40      40
a21oi             73      73
xor2              16      16
and2               7       7
a22oi             20      20
buf               21      35
nor4              10      10
clkdlybuf4s50      0      95
mux2              40      40
nand3             25      25
a211oi             9       9
nand4              6       6
a22o              15      15
a21o              20      20
dfxtp             24      24
o211ai             6       6
a31oi             18      18
a32o               9       9
nand2b             7       7
a221oi            15      15
a32oi             12      12
o21a              11      11
nor2              74      74
o31a               6       6
inv               28      28
xnor2             25      25
-- critical path: stages --
cell             delay, ps
clkdlybuf4s50_1        550
inv_1                   60
ha_1                   290
o21ai_0                 80
a21oi_1                250
nor3b_1                110
o211ai_1               170
buf_4                  520
mux2_2                 280
ha_1                   160
inv_1                   50
fa_1                   390
nor2b_1                110
o21ai_0                100
a21boi_0               450
o21ai_0                240
a21o_1                 250
o21a_1                 220
a21oi_1                280
nand2b_1               180
buf_4                  300
nand4b_1               170
xor2_1                 180
clkdlybuf4s50_1        470
-- cell families (layout without fill, tap and decap cells) --
logic type      Yosys count  count (layout)  share of synthesized area
compound gates          305             305                      0.358
xor+xnor                 41              41                     0.0606
fa+ha+maj                42              42                     0.0912
buf+inv                  92             161                     0.0629
flops                    24              24                     0.0811
mux                      69              69                      0.127
simple gates            279             279                      0.219
-- metrics by stage --
step	std cells	area, um^2
final	1105	7190
after CTS	1105	7190
after detailed placement	1102	7110
after floorplan	852	5930
after global placement	1102	7110
after global routing	1105	7190
Power is estimated from default activity; no workload was simulated.
